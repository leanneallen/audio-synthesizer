==> design/flow/config.mk <==
export PLATFORM = sky130hd
export DESIGN_NAME = sig_adder
export DESIGN_NICKNAME = sig_adder
export VERILOG_FILES = /design/flow/design.v
export SDC_FILE = /design/flow/constraint.sdc
export NUM_CORES = 4
export LEC_CHECK = 1
export CORE_UTILIZATION = 40
==> design/flow/constraint.sdc <==
current_design sig_adder

set clk_period 19.7
set clk_io_pct 0.2

create_clock -name clk0 -period $clk_period [get_ports {clk}]

set non_clock_inputs [all_inputs -no_clocks]
set_input_delay [expr $clk_period * $clk_io_pct] -clock clk0 $non_clock_inputs
set_output_delay [expr $clk_period * $clk_io_pct] -clock clk0 [all_outputs]
==> design/flow/design.v <==
`timescale 1ns / 1ps
module sig_adder(clk, sw, sig_square, sig_saw, sig_tri, sig_sine, sig);
    input clk;                   
    input [4:0] sw;              
    input [15:0] sig_square;
    input [15:0] sig_saw;
    input [15:0] sig_tri;
    input [15:0] sig_sine;
    output reg [15:0] sig;       
    reg [15:0] sig_temp;
    reg [15:0] sig_noise;
    initial begin
        sig <= 0;
        sig_temp <= 0;
        sig_noise <= 773;
    end
    always @(posedge clk)
    begin
        sig_temp = 0;
        if (sw[0] == 1) begin
            sig_temp = sig_temp + sig_square;
        end
        if (sw[1] == 1) begin
            sig_temp = sig_temp + sig_saw;
        end
        if (sw[2] == 1) begin
            sig_temp = sig_temp + sig_tri;
        end
        if (sw[3] == 1) begin
            sig_temp = sig_temp + sig_sine;
        end
        if (sw[4] == 1) begin
            sig_noise = { sig_noise[14:0], sig_noise[15] ^ sig_noise[14] ^ sig_noise[12] ^ sig_noise[3] };
            sig_temp = sig_temp + sig_noise;
        end
        sig = sig_temp;
    end
endmodule
==> design/flow/run.sh <==
#!/bin/bash
# OpenROAD 26Q1-2900-gdf79404cd8, Yosys 0.63+post, stock flow scripts
make -C /OpenROAD-flow-scripts/flow DESIGN_CONFIG=/design/flow/config.mk WORK_HOME=/design/flow/orfs finish
==> run_summary.xml <==
<?xml version="1.0" encoding="UTF-8"?>
<metrics>
  <group name="yosys">
    <metric name="synth.area.mux_share" unit="">0.0654</metric>
    <metric name="synth_top_cell_by_area" unit="">ha_1</metric>
    <metric name="yosys.cell_types.count" unit="">74</metric>
    <metric name="syn-cell-area" unit="um2">4820</metric>
    <metric name="simple_gate_share" unit="">0.202</metric>
    <metric name="synth.cellmix.adderShare" unit="">0.177</metric>
    <metric name="postSynthRegisterBits" unit="">32</metric>
    <metric name="avgSynthCellArea" unit="um2">7.98</metric>
    <metric name="synth_xor_xnor_area_share" unit="">0.0927</metric>
    <metric name="netlist_instances" unit="">604</metric>
    <metric name="netlist_logic_family_top" unit="">AND-OR/OR-AND gates</metric>
    <metric name="yosys-stat-area" unit="um2">4820</metric>
    <metric name="yosysWarningCount" unit="">1</metric>
    <metric name="edf_count" unit="">16</metric>
    <metric name="top_cells_by_area" unit="">ha_1, edfxtp_1, dfxtp_1, xnor2_1, a21oi_1</metric>
    <metric name="yosys.area.top_type_share" unit="">0.158</metric>
    <metric name="ys_cells" unit="">604</metric>
    <metric name="async_flop_share" unit="">0</metric>
    <metric name="postSynth.topFlopCell" unit="">edfxtp_1</metric>
    <metric name="synth.yosys.seq_area_share" unit="">0.166</metric>
    <metric name="area_fraction_in_compound_gates_after_synthesis" unit="">0.242</metric>
  </group>
  <group name="clock_tree">
    <metric name="clock_latency" unit="ps">270</metric>
    <metric name="cts.path.max_buffers" unit="">2</metric>
    <metric name="number_of_resized_instances_in_the_post_cts_repair_step" unit="">0</metric>
    <metric name="htree_levels" unit="">2</metric>
    <metric name="cts_inserted_buffers" unit="">5</metric>
    <metric name="hold_buffers" unit="">0</metric>
    <metric name="numClockSinks" unit="">32</metric>
    <metric name="cts_tree" unit="">done</metric>
    <metric name="clock-root-buffer" unit="">clkbuf_16</metric>
    <metric name="post-cts-setup-buffers" unit="">0</metric>
    <metric name="clk_pin_slew" unit="ps">50</metric>
  </group>
  <group name="sta">
    <metric name="setup_viol" unit="">0</metric>
    <metric name="rsz0062_at_grt" unit="">false</metric>
    <metric name="final_hold_viol_count" unit="">0</metric>
    <metric name="slew_headroom" unit="">0.503</metric>
    <metric name="fin_skew" unit="ps">8.39</metric>
    <metric name="clock.fmax" unit="GHz">0.0871</metric>
    <metric name="fin_ws" unit="ps">8220</metric>
    <metric name="layout_worst_path_cycle_share" unit="">0.583</metric>
    <metric name="report.final.slew_viol_count" unit="">0</metric>
    <metric name="worst-slew-pin-transition" unit="ps">743</metric>
    <metric name="fin_tns_setup" unit="ps">0</metric>
    <metric name="final_period_minus_worst_setup_slack" unit="ps">11480</metric>
  </group>
  <group name="final_layout">
    <metric name="final-seq-area" unit="um2">801</metric>
    <metric name="most-common-layout-cells" unit="">clkdlybuf4s50_1, ha_1, inv_1</metric>
    <metric name="drive_above_1_share" unit="">0.0570</metric>
    <metric name="multi_input_comb_area" unit="um2">3750</metric>
    <metric name="mostFrequentLayoutCell" unit="">clkdlybuf4s50_1</metric>
    <metric name="final_core_util" unit="">0.513</metric>
    <metric name="flow.area_growth_from_synthesis" unit="%">23.2</metric>
    <metric name="final.fill_count" unit="">1091</metric>
    <metric name="finish.instance_area" unit="um2">5940</metric>
  </group>
  <group name="critical_path">
    <metric name="setup.worst_path.class" unit="">input port to flop</metric>
    <metric name="endpoint_kind" unit="">flop</metric>
    <metric name="crit_fanout" unit="">24</metric>
    <metric name="critPathSlowestCell" unit="">clkdlybuf4s50_1</metric>
    <metric name="worstPathRequired" unit="ps">19850</metric>
    <metric name="cp.arrival" unit="ps">11630</metric>
    <metric name="r2r_cells" unit="">14</metric>
    <metric name="path_common_cell" unit="">ha_1</metric>
    <metric name="critical_path.max_stage_delay" unit="ps">800</metric>
    <metric name="startpoint_type" unit="">input port</metric>
  </group>
  <group name="flow_run">
    <metric name="maxCapViolations" unit="">0</metric>
    <metric name="warnings" unit="">30</metric>
  </group>
  <group name="detailed_routing">
    <metric name="1st_iter_drt_viols" unit="">189</metric>
    <metric name="insertedDiodeCount" unit="">0</metric>
    <metric name="post_detailed_route_count_of_antenna_violating_nets" unit="">0</metric>
    <metric name="routedWlPerCell" unit="um">13.4</metric>
    <metric name="vias" unit="">4456</metric>
    <metric name="totalWireLength" unit="um">11100</metric>
    <metric name="number_of_vias_per_cell" unit="">5.39</metric>
    <metric name="drtPass1Iterations" unit="">15</metric>
    <metric name="drcViolationCount" unit="">0</metric>
  </group>
  <group name="pwr">
    <metric name="ir_drop" unit="uV">51.1</metric>
    <metric name="switch_pwr" unit="uW">176</metric>
    <metric name="powerDensity" unit="nW/um2">79.7</metric>
    <metric name="power.switching_fraction" unit="">0.372</metric>
    <metric name="internal-power" unit="uW">297</metric>
    <metric name="power_frac_clock" unit="">0.149</metric>
    <metric name="pwr-share-comb" unit="">0.650</metric>
    <metric name="total_power" unit="uW">473</metric>
    <metric name="power_frac_seq" unit="">0.201</metric>
    <metric name="total_leakage_power" unit="uW">0.00259</metric>
  </group>
  <group name="global_routing">
    <metric name="antenna_found_initial" unit="">0</metric>
    <metric name="total_global_routing_overflow" unit="">0</metric>
    <metric name="number_of_global_route_vias_before_repair" unit="">3988</metric>
    <metric name="groute.layer.met1.usage" unit="">0.294</metric>
    <metric name="grt_start_max_net_pins" unit="">39</metric>
    <metric name="grtUsageMet3" unit="">0.0177</metric>
    <metric name="grt_pass1_wl" unit="um">18500</metric>
    <metric name="grt.busiest_layer" unit="">met1</metric>
    <metric name="grt.met2_usage" unit="">0.286</metric>
    <metric name="global_route.usage.total" unit="">0.184</metric>
  </group>
  <group name="hold_path">
    <metric name="hold-path-cell-count" unit="">0</metric>
    <metric name="worst_min_path_class" unit="">flop to flop</metric>
  </group>
  <group name="die">
    <metric name="core_region_area" unit="um2">11600</metric>
    <metric name="top_level_ports" unit="">86</metric>
    <metric name="row_count" unit="">39</metric>
    <metric name="floorplanUtilization" unit="">0.417</metric>
    <metric name="dieArea" unit="um2">12500</metric>
    <metric name="die-height" unit="um">112</metric>
    <metric name="die_extent_in_x" unit="um">112</metric>
  </group>
  <group name="placement">
    <metric name="place_area" unit="um2">5800</metric>
    <metric name="place_congestion" unit="">0.871</metric>
    <metric name="placement.io_buffers" unit="">85</metric>
    <metric name="dp_worst_setup_slack" unit="ps">7950</metric>
    <metric name="detailedPlacementHpwl" unit="um">9150</metric>
  </group>
  <group name="outcome">
    <metric name="outcome" unit="">finished clean</metric>
  </group>
</metrics>
==> final timing paths <==
check	from	end	slack, ps
worst max-delay path	sw[0]	sig[15]	8220
worst min-delay path	sig_noise[9]	sig_noise[10]	450
worst max register to register	sig_noise[14]	sig[12]	16060
worst min register to register	sig_noise[9]	sig_noise[10]	450
==> stage by stage <==
step / cells / hold slack [ps]
2_1_floorplan: 604 / 433
3_3_place_gp: 819 / 445
3_5_place_dp: 819 / 444
4_1_cts: 827 / 457
5_1_grt: 827 / 461
6_report: 827 / 454
==> kinds of logic (layout without fill, tap and decap cells) <==
| family | Yosys count | after routing |
|---|---|---|
| buffers and inverters | 66 | 146 |
| DFF | 32 | 32 |
| and+or+nand+nor | 185 | 185 |
| AOI/OAI and AO/OA | 175 | 175 |
| muxes | 29 | 29 |
| xor gates and xnor gates | 51 | 51 |
| adders and majority gates | 66 | 66 |
==> area by class of cell <==
type | instances | share of cell area
Clock buffer | 5 | 0.0211
Multi-Input combinational cell | 506 | 0.632
Inverter | 49 | 0.0310
Clock inverter | 3 | 0.00232
Tap cell | 143 | 0.0301
Timing Repair Buffer | 89 | 0.148
Sequential cell | 32 | 0.135
==> synth_stat cells (9+ instances only) <==
cell / count
nand3_1: 11
inv_1: 48
nor3_1: 10
nor2_1: 38
mux2i_1: 9
nand2_1: 46
and3_1: 15
clkbuf_1: 12
a21oi_1: 47
and2_1: 13
edfxtp_1: 16
o21ai_0: 25
xor2_1: 15
xnor2_1: 36
a21o_1: 14
mux2_2: 19
o21ai_1: 18
o21a_1: 11
ha_1: 61
dfxtp_1: 16
==> layer usage <==
metal / vias up / routed length [um] / part of all wire
li1: 2375 / - / -
met1: 1984 / 5700 / 0.51
met2: 93 / 4850 / 0.44
met3: 4 / 479 / 0.043
met4: 0 / 40 / 0.0036
met5: - / 0 / 0
==> flip-flops by register name, indices dropped and copies added (netlist names) <==
| register | flops |
|---|---|
| sig_noise | 16 |
| sig | 16 |
==> power groups by stage <==
| stage | Clock [uW] | Combinational [uW] | Sequential [uW] |
|---|---|---|---|
| final | 70.3 | 308 | 95.3 |
| after global routing | 74.8 | 347 | 97.3 |
| after CTS | 72.2 | 310 | 95.8 |
==> critical path: cells and delay by family <==
family / cells / cell delay, ps
XOR/XNOR: 3 / 410
adder cells (fa/ha/maj): 6 / 1800
AND/OR/NAND/NOR: 11 / 2000
AND-OR/OR-AND: 10 / 2390
buffers and inverters: 3 / 950
multiplexers: 1 / 100
Power and IR drop assume default switching activity.
